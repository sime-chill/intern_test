===== flow/config.mk =====
export PLATFORM = sky130hd
export DESIGN_NAME = axi_stream_insert_header
export DESIGN_NICKNAME = axi_stream_insert_header
export VERILOG_FILES = /design/flow/design.v
export SDC_FILE = /design/flow/constraint.sdc
export NUM_CORES = 4
export LEC_CHECK = 1
export CORE_UTILIZATION = 50

===== flow/constraint.sdc =====
current_design axi_stream_insert_header

set clk_period 9.0
set clk_io_pct 0.2

create_clock -name clk0 -period $clk_period [get_ports {clk}]

set non_clock_inputs [all_inputs -no_clocks]
set_input_delay [expr $clk_period * $clk_io_pct] -clock clk0 $non_clock_inputs
set_output_delay [expr $clk_period * $clk_io_pct] -clock clk0 [all_outputs]

===== flow/design.v =====
module axi_stream_insert_header
  #(
    parameter DATA_WD      = 32,
    parameter DATA_BYTE_WD = DATA_WD / 8
  )
  (
    input                             clk,
    input                             rst_n,
    input                             valid_in,
    input      [DATA_WD - 1 : 0]      data_in,
    input      [DATA_BYTE_WD - 1 : 0] keep_in,
    input                             last_in,
    output reg                        ready_in,
    output reg                        valid_out,
    output     [DATA_WD - 1 : 0]      data_out,
    output reg [DATA_BYTE_WD - 1 : 0] keep_out,
    output                            last_out,
    input                             ready_out,
    input                             valid_insert,
    input      [DATA_WD - 1 : 0]      header_insert,
    input      [DATA_BYTE_WD - 1 : 0] keep_insert,
    output reg                        ready_insert
  );
  localparam                       KEEP_WD           = $clog2(DATA_BYTE_WD);
  wire                             header_fire;
  assign header_fire = ready_insert && valid_insert;
  wire                             data_fire;
  assign data_fire   = ready_in && valid_in;                                           
  wire                             start;
  assign start       = valid_in && valid_insert;
  reg                              last_reg;
  always @(posedge clk) last_reg <= (!rst_n) ? 0 : last_in;
  reg                              valid_insert_keep;                        
  always @(posedge clk) begin
    if(!rst_n) valid_insert_keep            <= 0;
    else if(valid_insert) valid_insert_keep <= 1;
    else if(last_out) valid_insert_keep     <= 0;
  end
  reg                              insert_shake_once;                        
  always @(posedge clk) begin
    if(!rst_n) insert_shake_once           <= 0;
    else if(header_fire) insert_shake_once <= 1;
    else if(last_out) insert_shake_once    <= 0;
  end
  always @(*) begin  
    ready_insert = (!ready_out || valid_out) && !insert_shake_once;
  end
  always @(*) begin  
    ready_in = !ready_out || valid_out;
  end
  reg        [KEEP_WD : 0]         data_count;
  reg        [KEEP_WD : 0]         data_count_reg;
  reg        [KEEP_WD : 0]         header_count_reg;                         
  reg                              last_next;
  integer                          i, j;                                     
  always @(*) begin
    data_count = 0;
    for(i = DATA_BYTE_WD - 1; i >= 0; i = i - 1) begin
      if(keep_in[i]) data_count = DATA_BYTE_WD - i;
    end
  end
  always @(posedge clk) data_count_reg <= (!rst_n) ? 0 : data_count;
  always @(posedge clk) begin
    if(!rst_n) header_count_reg        <= 0;
    else if(start) begin
      header_count_reg                 <= 0;
      for(j = 0; j < DATA_BYTE_WD; j = j + 1) begin
        if(keep_insert[j]) header_count_reg <= j + 1;
      end
    end
    else if(last_out) header_count_reg <= 0;
  end
  always @(posedge clk) begin
    if(!rst_n) last_next       <= 0;
    else if(last_in) last_next <= header_count_reg + data_count > DATA_BYTE_WD ? 1 : 0;
    else last_next             <= 0;
  end
  reg                              last_next_1;                              
  always @(posedge clk) last_next_1 <= (!rst_n) ? 0 : last_next;
  assign last_out    = last_reg && !last_next ? last_reg : last_next_1;
  always @(posedge clk) begin
    if(!rst_n) valid_out                       <= 0;
    else if(last_next) valid_out               <= 1;
    else if(!valid_out || ready_out) valid_out <= valid_in && (valid_insert_keep || valid_insert);
  end
  always @(posedge clk) begin
    if(!rst_n) keep_out <= 0;
    else if(!valid_out || ready_out) begin
      if(start) keep_out          <= {DATA_BYTE_WD{1'b1}};
      else if(last_in) keep_out   <= (header_count_reg + data_count >= DATA_BYTE_WD) ? {DATA_BYTE_WD{1'b1}} : {$signed(keep_in) >>> header_count_reg};
      else if(data_fire) keep_out <= {DATA_BYTE_WD{1'b1}};
      else if(last_next) keep_out <= 4'sb1000 >>> (header_count_reg + data_count_reg - DATA_BYTE_WD - 1);  
    end
    else keep_out       <= 0;
  end
  reg        [2 * DATA_WD - 1 : 0] shift_reg;
  always @(posedge clk) begin
    if(start && !header_fire) shift_reg       <= {header_insert, data_in};
    else if(data_fire || last_next) shift_reg <= {shift_reg[DATA_WD - 1 : 0], data_in};
    else shift_reg                            <= 0;
  end
  wire       [2 * DATA_WD - 1 : 0] shift_res;
  assign shift_res   = shift_reg << ({3'b0, (DATA_BYTE_WD - header_count_reg)} << 3);  
  assign data_out    = shift_res[2 * DATA_WD - 1 : DATA_WD];
endmodule

===== flow/run.sh =====
#!/bin/bash
# OpenROAD 26Q1-2900-gdf79404cd8, Yosys 0.63+post, stock flow scripts
make -C /OpenROAD-flow-scripts/flow DESIGN_CONFIG=/design/flow/config.mk WORK_HOME=/design/flow/orfs finish

==> commit_impl_results.txt <==
Refresh implementation metrics

- The timing report notes that buffer and inverter cells on the critical path total 4.
* Initial antenna violation count: 0
- Critical Path Sink Type: primary output
* DRC: 0
- The placement report lists the number of port buffers as 117.
- Of the cells placed in the final design, the portion with a size suffix greater than 1 is 0.07454.
- Before antenna repair, the detailed router went through 4 iterations.
- For this run, asynchronously set or reset flops after synthesis account for 0.
- The violation tally recorded at the end of detailed-routing iteration 0 is 283.
- The report puts the cell count of the worst reg-to-reg path at 10.
- Max-Cap Viols: 0
- The run finished with clean final reports.
* Count of cells resized by post-cts repair: 0
- Total inserted antenna cells: 0
- Post-synthesis, Yosys gives the total cell area as slightly below 5000 um2.
- Looking at the clock tree report, the root buffer type is clkbuf_8.
- For this run, the final setup violation count is recorded as 0.
- Number of CTS-inserted buffers: 9
* Post-synthesis instance total: 615
* Core area: just over 9000 um2
- Highest clock frequency the design can meet: 182.5 MHz
* Post-route antenna net violation count: 0
* Startpoint Class: register
- Die Footprint: 10160 um2
- Measured along the y axis, the die boundary spans 100.8 um.
* Total Neg Setup Slack: 0 ps
* All-Layer GR Usage: 0.2863
- The critical path in this run is classified as reg -> out.
* Post-layout min period: 5480 ps
* Largest net degree at the start of global routing: 56
- In the Yosys stats the netlist draws on 59 distinct library cells.
* FF-to-FF Start: header_count_reg[2]
- The flow reported a cell area power density of approximately 150 nW/um2.
* RR Endpoint: keep_out[2]
- Hold buffer count at cts: 0
- The min-delay analysis places its worst path in the category reg -> reg.
- Dividing the final minimum period by the clock period gives 0.6089.
* Maximum fanout along the worst path: 20
- Per the placement report, the placed cell count is 824.
* CP max-delay cell: ha_1
- Beginning of the worst hold path: shift_reg[12]
* Top FF cell, synth: dfxtp_1
- The post-synth count of flops with an enable pin is 0.
- Max FFs per register: around 64
* Max-Slew Margin vs Limit: 0.4103
- Hold Vio Cnt, Final: 0
- In this run the static leakage power is 2.317 nW.
* Number of H-tree levels: 3
- The critical path goes through inv_1, ha_1, inv_1, a21oi_1, o21ai_1, buf_4, a222oi_1, clkdlybuf4s50_1.
* Gr ovfl total: 0
- CP dominant cell by count: inv_1
- For this run, the number of Yosys warnings is 1.
- For reference, the final report shows the max-slew violation count at 0.
* Tally of OpenROAD warnings: 26
- Hold analysis lists the worst path endpoint as shift_reg[44].
- Via count of the first global-routing pass: 4407
* Yosys cell count: 615
- After legalization and detailed placement, the total HPWL measured 9812 um.
- Grouping stages by cell kind, the critical path spends the most delay in buffers and inverters.
- Data on the critical path arrives at its endpoint at 3680 ps.
- Average instance area after synthesis: 7.932 um2
- Commonest non-fill, non-tap cell in the layout: clkdlybuf4s50_1
- Top Ports: between 100 and 150
- Detail-routed via count per cell: 5.769
* Sequential element share of the synthesized area: 0.3283
- The synthesis stat section lists a flop and latch total of 80.
- Total length of routed wires: 13900 um
* Post-route non-filler standard cell count: roughly 840
- Across the routed clock network, the largest skew measured is 13.47 ps.
* Area growth, synth to finish: 29.32%
* Worst setup path startpoint: header_count_reg[0]
- Power comes to 0.0009656 W.
- Clk slew on worst S/H paths: 90 ps
- Biggest cell delay along the critical path: just over 700 ps
- Filler Cell Count: 798
- The cell area that synthesis handed to floorplanning was 4878 um2.
- In this run the core area contains 35 standard-cell rows.
- Setup repair after global routing left no endpoint under its margin.
* Required time at the endpoint of the critical path: roughly 7200 ps
* CTS sink count: 80
- Worst vdd rail ir drop: 0.1047 mV
- Insertion delay to the later sink of the worst-skew pair: roughly 350 ps
* Slew @ Worst Pin: about 880 ps
* Postcts setup bufs: 0
- Routed WL per cell: 16.55 um
- Via Count: 4846
* Weighted congestion at the end of routability-driven global placement: 0.9472
* Max clock buf depth: 2
- Most numerous logic cells after layout: clkdlybuf4s50_1 (117), nand2_1 (83), a21oi_1 (79), dfxtp_1 (79), nor2_1 (44)
* Wire length of the first global-routing pass: 22050 um
- From left edge to right edge, the die measures 100.8 um.
- Number of cells on the worst hold path: 2
* CTS tree: done
- The setup check on the worst reg-to-reg path leaves a slack of 5520 ps.
- Core utilization at floorplan: 0.5230
power by group:
group	switching, W	internal [W]	leakage (nW)	total [W]
Sequential	0.0000255	0.000380	0.662	0.000406
Clock	0.000138	0.000159	0.115	0.000297
Combinational	0.000117	0.000146	1.54	0.000263
per-layer routing:
layer  routed length [um]  part of all wire  vias up  GRT usage
met2                 6720              0.48      192     0.4647
li1                     -                 -     2366          -
met1                 5912              0.43     2258     0.4132
met5                    0                 0        -          0
met4                  437             0.031        0    0.08250
met3                  829             0.060       30    0.03456
stage by stage:
| step | util | instance area (um2) | setup WS [ps] | hold WS [ps] |
|---|---|---|---|---|
| 2_1_floorplan | - | 4878 | 5133 | 443.4 |
| 3_3_place_gp | 0.6523 | 6085 | 4031 | 468.8 |
| 3_5_place_dp | 0.6523 | 6085 | 4048 | 473.5 |
| 4_1_cts | 0.6763 | 6309 | 3604 | 487.1 |
| 5_1_grt | 0.6763 | 6309 | 3400 | 506.8 |
| 6_report | 0.6763 | 6309 | 3520 | 483.1 |
synthesized netlist by cell type (2+ instances only):
cell	count	area share
a211o_1	5	0.0090
xor2_1	3	0.0054
a211oi_1	11	0.017
mux2i_1	42	0.086
nor3b_1	2	0.0031
nor2b_1	38	0.049
a21boi_0	3	0.0046
nor3_1	2	0.0021
inv_1	18	0.014
a222oi_1	3	0.0062
a21oi_1	79	0.081
o21ai_0	27	0.028
a221o_1	3	0.0062
mux2_2	11	0.025
buf_2	16	0.016
nand2_1	83	0.064
o2bb2ai_1	2	0.0036
a31oi_1	6	0.0077
a22o_1	6	0.011
a21bo_2	2	0.0041
o31ai_1	2	0.0031
nor2_1	46	0.035
mux4_2	4	0.018
nand3_1	19	0.019
o311ai_0	4	0.0072
fa_1	2	0.0082
a22oi_1	6	0.0092
dfxtp_1	80	0.33
and2_1	7	0.0090
buf_1	2	0.0015
ha_1	10	0.026
clkbuf_1	24	0.018
o22ai_1	4	0.0051
a221oi_1	3	0.0054
o211ai_1	6	0.0092
or2_2	2	0.0026
nor4_1	3	0.0038
a32o_1	2	0.0041
or3_1	2	0.0026
o21a_1	3	0.0046
buf_4	4	0.0062
worst register-to-register path, stage by stage (launching register included):
cell     delay (ps)
dfxtp_1         330
buf_4           420
inv_1           370
ha_1            380
inv_1            60
fa_1            510
or3_1           330
a221o_1         360
nor4_2          290
nor4b_2         230
nor4_1           70
how the worst max path moves through the flow:
| stage | end | cells after the start |
|---|---|---|
| finish | data_out[18] | 8 |
| global route | data_out[18] | 8 |
| CTS | data_out[18] | 8 |
final cells by class:
| type | count | area (um2) | share of cell area |
|---|---|---|---|
| flip-flops and latches | 80 | 1603 | 0.2541 |
| repair buffers | 127 | 1246 | 0.1975 |
| clock inverters | 7 | 100.1 | 0.01587 |
| well taps | 129 | 161.4 | 0.02559 |
| inverters | 19 | 71.32 | 0.01131 |
| clock buffers | 9 | 123.9 | 0.01964 |
| multi-input cells | 469 | 3003 | 0.4760 |
kinds of logic after synthesis:
| kind of cell | after synthesis | share of synthesized area |
|---|---|---|
| xor gates and xnor gates | 4 | 0.007183 |
| and+or+nand+nor | 211 | 0.2031 |
| adders and majority gates | 12 | 0.03386 |
| buffers and inverters | 66 | 0.05822 |
| AOI/OAI and AO/OA | 185 | 0.2393 |
| DFF | 80 | 0.3283 |
| muxes | 57 | 0.1300 |
Power figures rest on the tool's default switching activity, not on a simulated workload.
